==> design/flow/design.v <==
`timescale 1ns / 1ps
module bcd_decoder(
    input [3:0] data,
    output reg [6:0] bcd
    );
	always@ (*)
			begin
				case(data)
				4'b0000 : bcd <= 7'b1111110;
				4'b0001 : bcd <= 7'b1000000;
				4'b0010 : bcd <= 7'b1000001;
				4'b0011 : bcd <= 7'b1001001;
				4'b0100 : bcd <= 7'b0100011;
				4'b0101 : bcd <= 7'b0011101;
				4'b0110 : bcd <= 7'b0101001;
				4'b0111 : bcd <= 7'b0010011;
				4'b1000 : bcd <= 7'b0110110;
				4'b1001 : bcd <= 7'b0110111;
				4'b1010 : bcd <= 7'b1110111;
				4'b1011 : bcd <= 7'b0011111;
				4'b1100 : bcd <= 7'b1001110;
				4'b1101 : bcd <= 7'b0111101;
				4'b1110 : bcd <= 7'b1101111;
				4'b1111 : bcd <= 7'b1000111;
				endcase
			end
endmodule
==> design/flow/run.sh <==
#!/bin/bash
# OpenROAD 26Q1-2900-gdf79404cd8, Yosys 0.63+post, stock flow scripts
make -C /OpenROAD-flow-scripts/flow DESIGN_CONFIG=/design/flow/config.mk WORK_HOME=/design/flow/orfs finish
==> design/flow/config.mk <==
export PLATFORM = sky130hd
export DESIGN_NAME = bcd_decoder
export DESIGN_NICKNAME = bcd_decoder
export VERILOG_FILES = /design/flow/design.v
export SDC_FILE = /design/flow/constraint.sdc
export NUM_CORES = 4
export LEC_CHECK = 1
export CORE_AREA = 10 10 70 70
export DIE_AREA = 0 0 80 80
==> design/flow/constraint.sdc <==
current_design bcd_decoder

set clk_period 1.1
set clk_io_pct 0.2

create_clock -name clk0 -period $clk_period

set non_clock_inputs [all_inputs -no_clocks]
set_input_delay [expr $clk_period * $clk_io_pct] -clock clk0 $non_clock_inputs
set_output_delay [expr $clk_period * $clk_io_pct] -clock clk0 [all_outputs]
==> run summary <==
run metrics: failing checks negative setup slack, Pint about 130 uW, vias in the first global route about 310, NetSw 95.5 uW, status complete, but fails checks, Period minus WS final 1.33 ns, Crit Path Class primary input to output port, Top-area cell share 34.5%, # DRC 0, core area 3420 um^2, fin util 19.0%, top cells, area ha_1 (34%), a21oi_1 (7.9%), inv_1 (5.9%), crit path DRT 0.88 ns, CTS hold repair buffers 0, switching share of total power between 40% and 50%, WHS 0.793 ns, combinational share of power 100.0%, register area 0 um^2, Leakage 0.000260 uW, logic area 343 um^2, Final Setup Violations 6, library cells used by synthesis 17, Max FO, Critical Path 5, final hold vios 0, Worst Setup Start Kind primary input, Final Wtd Congestion roughly 0.81, worst hold path class primary input to output port, Max Cap Violations 0, yosys stat chip area 254 um^2, Reg power frac 0%, RSZ-0062 raised after global routing true, total routed wirelength 886 um, Slew headroom 85.1%, layout cells sized above 1 between 80 and 90%, Congestion Overflow GR 0, initial drt markers 14, average via count per standard cell 2.99, area grow syn2layout 155%, Worst-Margin Slew 0.223 ns, initial antenna violation count 0, port bufs 11, Setup WS post-layout -0.226 ns, synthesized cell area roughly 250 um^2, Critical Path AT 1.11 ns, GRT Overall Usage about 2.6%, YS warnings 1, TritonRoute pass-1 iters 2, dpl hpwl 647 um, # rows 21, global-route wire length before repair 1.41 mm, clock share of power 0%, Final period util 121%, Fmax 754 MHz, Pins Over Slew Limit 0, largest net degree at the start of global routing 11, Final ANT Viol Nets 0, Fill cells 374, Die ar. 6400 um^2, flop count 0, clkbuf count 0, Die Wd around 80 um, Seq share, synth 0%, VDD IR max 52.4 uV, via count of the routed design 296, Ant. Diodes 0, crit end category output port, cell type with the largest total area ha_1, per-cell routed wire length 8.95 um, depth of the worst hold-timing path 4, Synth top cell by count ha_1, Top Ports 11, tool warnings roughly 40, top cells by count, synth ha_1 (7), a21oi_1 (4), inv_1 (4), yosys stat cell total 33, cells after synthesis 33, Die Y 80 um, FP Core Util ~7.4%, pwr/cell area 353 nW/um^2, Syn Area/Cell 7.70 um^2
[power groups by stage]
stage / sequential [uW] / combinational (uW) / clock [uW]
CTS: 0 / 207 / 0
global route: 0 / 250 / 0
finish: 0 / 228 / 0
[repair_timing]
action / CTS / global route
gates resized: 69 / 18
setup buffers: 1 / 2
cloned: 0 / 0
endpoints found under the setup margin: 7 / 6
pin swaps: 9 / 9
[routing by layer]
| layer | GRT usage [%] | part of all wire, % | vias up | wire length (um) |
|---|---|---|---|---|
| met5 | 0 | 0 | - | 0 |
| met4 | 0 | 0 | 0 | 0 |
| met3 | 0.568 | 6.1 | 0 | 54 |
| met2 | 4.65 | 48 | 7 | 429 |
| met1 | 3.30 | 45 | 134 | 402 |
| li1 | - | - | 155 | - |
[layout make-up]
| cell class | instances | area share [%] |
|---|---|---|
| multi-input combinational | 27 | 52.9 |
| timing repair buffer | 22 | 32.8 |
| inverter | 4 | 5.41 |
| tap | 46 | 8.88 |
[cells in the final DEF, fill, tap and decap left out, types with 2 or more instances in the layout]
master    netlist  routed
a21oi_2         0       4
buf_12          0       2
buf_2           1       5
buf_4           0       4
buf_6           1       6
buf_8           0       2
clkbuf_2        0       2
ha_4            0       5
nand2_2         1       3
nand2b_4        0       2
[worst max-delay path: stages]
cell and delay [ns]:
buf_8 0.11, buf_8 0.13, ha_4 0.14, or2b_1 0.22, a21oi_2 0.11, a31oi_1 0.05
buf_2 0.12
[final timing paths]
| path | from | end | slack [ns] |
|---|---|---|---|
| hold / removal | data[3] | bcd[1] | 0.79 |
| setup / recovery | data[0] | bcd[3] | -0.23 |
[cell families after synthesis]
kind of cell	count (synthesis)	share of synthesized area, %
buf+inv	6	12.3
simple gates	9	18.7
compound gates	9	24.6
mux	2	9.85
fa+ha+maj	7	34.5
[stage by stage]
step / setup WS [ns] / cells / TNS, ns / power, uW / cell area [um^2]
after global routing: -0.266 / 99 / -1.21 / 250 / 648
after floorplan: 0.0170 / 33 / 0 / 69.5 / 267
after detailed placement: -1.02 / 96 / -6.70 / 168 / 478
after CTS: -0.231 / 97 / -1.26 / 207 / 604
final: -0.226 / 99 / -0.940 / 228 / 648
after global placement: -1.01 / 96 / -6.68 / 167 / 478
Power figures rest on the tool's default switching activity, not on a simulated workload.
