==> flow/design.v <==
`timescale 1ns / 1ps
module data_memory(
    input reset,
	 input Mem_read,
	 input Mem_write,	
    input [7:0] address,
    input [7:0] write_data,
	 input clk,
    output reg [7:0] read_data
    );
	reg [7:0] MEMO[0:255];  
	integer i;
	always @(posedge clk or posedge reset) begin
		if (reset) begin
		for(i=0; i<16; i = i+1) begin
				MEMO[i] <= i;
			end
			for(i=16; i<32; i = i+1) begin
				MEMO[i] <= -i+16;
			end 
		end
		else if (Mem_write == 1'b1) begin
			MEMO[address] <= write_data;
		end
		else if (Mem_read == 1'b1) begin
			read_data <= MEMO[address];
		end
	end
endmodule
==> flow/run.sh <==
#!/bin/bash
# OpenROAD 26Q1-2900-gdf79404cd8, Yosys 0.63+post, stock flow scripts
make -C /OpenROAD-flow-scripts/flow DESIGN_CONFIG=/design/flow/config.mk WORK_HOME=/design/flow/orfs finish
==> flow/config.mk <==
export PLATFORM = sky130hd
export DESIGN_NAME = data_memory
export DESIGN_NICKNAME = data_memory
export VERILOG_FILES = /design/flow/design.v
export SDC_FILE = /design/flow/constraint.sdc
export NUM_CORES = 4
export LEC_CHECK = 1
export CORE_UTILIZATION = 50
==> flow/constraint.sdc <==
current_design data_memory

set clk_period 3.4
set clk_io_pct 0.2

create_clock -name clk0 -period $clk_period [get_ports {clk}]

set non_clock_inputs [all_inputs -no_clocks]
set_input_delay [expr $clk_period * $clk_io_pct] -clock clk0 $non_clock_inputs
set_output_delay [expr $clk_period * $clk_io_pct] -clock clk0 [all_outputs]
==> results.txt <==
Implementation results are summarized by area below.

Pwr
The static leakage is about 0.037 uW. The clock power share is between 40 and 50%. Of the total power, the share spent switching nets is approximately 23%. Of the total power, combinational logic draws under 10%. The worst VDD IR drop from the latest analysis is 0.5515 mV. Sequential cells account for 50.3% of the total power. The ratio of total power to cell area is 531.6 nW/um^2. After layout, the design draws a total of ~55,000 uW. The net switching power of the design is ~13,000 uW. The cell-internal power is between 40,000 and 50,000 uW.

CTS
The clock root buffer master is clkbuf_16. CTS added clock buffers totalling 205. TritonCTS built the clock tree.

The clock insertion delay at the later pin of the skew report is roughly 910 ps. On the reported timing paths, the clock transition at the registers reads 60 ps. The level count of the clock H-tree is 4. Buffers inserted to repair hold after CTS numbered 0. The number of clock sinks came to between 2,000 and 2,500. The number of buffers on the longest clock path is 3.

Final timing
The minimum clock period is 3874 ps. Per the timing report, the achievable frequency comes out to roughly 260 MHz. The clock skew after layout is about 70 ps.

The end-of-flow timing check tallies setup violations at 8. The worst max-slew margin expressed relative to the limit is -6.692%. Endpoints failing hold in the final report were tallied at 0. On the final layout, the worst hold slack is around 180 ps. The final number of max-transition violations is 5. The measured slew at the worst slew-check pin is 1594 ps. The setup slack of the critical path after layout is -473.6 ps. Setup repair after global routing could not meet its margin everywhere. The final layout reports a setup TNS of -1554 ps.

Post-route period utilization is reported as 113.9%.

Placement
The total of buffers placed on input and output ports is 27. Once detailed placement completed, the half-perimeter wirelength came to roughly 330,000 um. The routability-driven placement congestion ratio is roughly 1.2.

Critical path
The critical path buffer and inverter count is 6. STA classifies the critical path startpoint as an input port. Traced cell by cell, the critical path runs through clkbuf_4 > buf_4 > buf_4 > nor4bb_4 > buf_12 > buf_12 > a22oi_1 > a21oi_1 > or3_1 > nor4_1 > nand4_1 > buf_4 > o32a_1. The startpoint-to-endpoint class of the critical path is input port to flop.

The required time at the worst-slack endpoint is 4050 ps. The critical path's slowest stage uses the library cell a22oi_1. The worst stage delay on the critical path is roughly 980 ps. The maximum fanout along the worst path is 25. The kind of cell with the highest combined delay along the critical path is AND-OR/OR-AND gates. The most numerous cell on the critical path is buf_4.

The sort of element at the end of the critical path is a flop. On the critical path the data arrives at 4530 ps.

Floorplan
The floorplan step defined a die boundary enclosing around 160,000 sq um. The number of rows in the core area is 145. The core area is 156,400 sq um. The die span in y is approximately 400 um. Once the floorplan was initialized, standard cells occupied around half of the core. The I/O pin count is 28. The horizontal die dimension is 399.3 um.

Run
The total tool warning count is 37. The count of max-cap constraint violations is 1.

Logic synthesis
The average footprint of a synthesized cell is between 15 and 20 sq um. The synthesis log from Yosys contains 2 warnings. The most used flip-flop cell after synthesis is edfxtp_1. After synthesis the netlist holds a flip-flop and latch count of about 2,100. Per Yosys stat, the portion of area used by sequential elements is 76.81%.

The async set or reset register ratio after synthesis is 12.45%. The area recorded from the Yosys report for this design is between 70,000 and 80,000 sq um. The count of distinct cell types in the synthesized netlist is between 60 and 70.

Synthesis produced a netlist whose cell count is 4,807. The netlist area before placement is 78,920 sq um. After synthesis, the design contains 4,807 cells according to Yosys. Yosys mapped a number of flops with a built-in enable equal to about 1,800.

GRT
The number of antenna violations at the first check in global routing is between 50 and 60. The largest net degree at the start of global routing is around 110. Across every metal layer, demand over resource in global routing totals 66.38%.

The first-pass GRT wire length is 604,700 um. The number of global-route vias before repair came to between 60,000 and 70,000. Summed over all layers, the global routing overflow is 0.

Detailed routing
The per-cell routed wire length is 55.48 um. The detailed-route via count is roughly 65,000. In the post-route report, total wirelength is listed as 475,000 um. Using the TritonRoute via totals, the vias-per-cell ratio works out to 7.564. The number of design-rule violations left by the first detailed-router iteration is roughly 9,000. The residual DRC count is 0. Once detail routing completed, the nets flagged for antenna violations numbered 0. The pre-antenna-repair detailed-routing pass consisted of 10 iterations.

Final layout
The total of fill cells in the finished design is roughly 10,000. The final report gives the core utilization as between 60% and 70%. The sequential cells in the finished layout cover a total of between 60,000 and 70,000 sq um. The share of final-layout standard cells stronger than drive strength 1 is approximately two fifths. The area added between synthesis and finish is 31.93%. The area of the multi-input gates is around 18,000 sq um.

Outcome
The run finished, with violations left. The checks that failed: max-capacitance violations, max-slew violations, negative setup slack.

Hold path
The type recorded for the worst min-delay path is input port to flop.
## power groups by stage
stage     sequential, uW  clock, uW  combinational (uW)
6_report           27800      24600                2900
4_1_cts            27800      24400                2620
5_1_grt            27800      25400                2820
## worst paths after layout
| kind | endpoint | cells after the start | slack, ps | start |
|---|---|---|---|---|
| max | read_data[4] | 13 | -470 | address[6] |
| min | MEMO[35][2] | 1 | 180 | write_data[2] |
| max reg2reg | read_data[6] | 8 | -160 | MEMO[172][6] |
| min reg2reg | MEMO[21][2] | 1 | 510 | MEMO[21][2] |
| max in group asynchronous | MEMO[22][2] | 4 | 1750 | reset |
| min in group asynchronous | MEMO[6][3] | 3 | 450 | reset |
## cells in the mapped netlist (all sizes together) (17+ instances only)
cell     count  area share [%]
dfstp      124             4.1
mux2       257             3.7
a221oi      40            0.44
nand3      203             1.3
or4         25            0.24
clkbuf     240             1.1
nand2      120            0.57
a31oi       27            0.21
a32oi      182             2.0
a22oi      474             4.5
dfrtp      132             4.2
a22o        77            0.85
a222oi      61            0.77
edfxtp    1800              68
a2111oi     17            0.19
nor4        56            0.44
nor3        75            0.48
nor2       289             1.4
and3        54            0.43
buf        124            0.75
o22ai      126             1.0
a21oi       62            0.39
nand4       88            0.71
## cell families (layout without fill, tap and decap cells)
group | count (synthesis) | in the layout | share of synthesized area [%]
AND-OR/OR-AND | 1137 | 1137 | 11.11
buffers and inverters | 365 | 2003 | 1.895
flip-flops | 2056 | 2056 | 76.81
multiplexers | 257 | 257 | 3.667
other | 0 | 58 | 0
AND/OR/NAND/NOR | 992 | 992 | 6.521
## routing by layer
layer	vias up	global-route usage, %	routed length, um
li1	22910	-	-
met1	30770	66.23	123700
met2	8241	77.11	180900
met3	2674	63.35	107900
met4	164	53.99	56490
met5	-	39.38	5989
## repair_timing
| action | 4_1_cts | 5_1_grt |
|---|---|---|
| gates cloned | 2 | 1 |
| setup buffers | 4 | 25 |
| endpoints found under the setup margin | 8 | 10 |
| resized | 65 | 80 |
| pin swaps | 9 | 26 |
## state kept, by name, summed over array words and instances, names as in the netlist
signal     cells
MEMO        2048
read_data      8
## metrics by stage
stage | instances | worst slack, ps | area, sq um
after floorplan | 4807 | -2531 | 78930
after global placement | 8087 | -2619 | 95690
after detailed placement | 8088 | -1568 | 95700
after CTS | 8483 | 1.001 | 103400
after global routing | 8535 | -1347 | 104100
final | 8561 | -473.6 | 104100
## cell type report
class                           count  area share, %
Antenna cell                       58         0.1394
Clock buffer                      278          5.521
Clock inverter                    112          1.533
Inverter                            1       0.007210
Multi-Input combinational cell   2386          17.13
Sequential cell                  2056          58.22
Tap cell                         2058          2.473
Timing Repair Buffer             1612          14.98
## placed cells by master, fill, tap and decap left out, types with 12 or more instances in the layout
| cell type | instances |
|---|---|
| edfxtp_1 | 1800 |
| buf_4 | 1309 |
| a22oi_1 | 459 |
| nor2_1 | 277 |
| buf_12 | 261 |
| mux2_2 | 257 |
| clkbuf_16 | 209 |
| nand3_1 | 200 |
| a32oi_1 | 180 |
| dfrtp_1 | 132 |
| dfstp_2 | 124 |
| o22ai_1 | 120 |
| nand2_1 | 119 |
| nand4_1 | 87 |
| a22o_1 | 77 |
| a21oi_1 | 62 |
| a222oi_1 | 61 |
| diode_2 | 58 |
| and3_1 | 53 |
| nor3_1 | 45 |
| clkbuf_1 | 42 |
| nor4_1 | 38 |
| a221oi_1 | 34 |
| clkinv_2 | 33 |
| nor3_2 | 29 |
| clkbuf_8 | 29 |
| bufinv_16 | 27 |
| a31oi_1 | 26 |
| clkinv_1 | 21 |
| or4_1 | 20 |
| o211ai_1 | 16 |
| buf_6 | 16 |
| a22oi_2 | 15 |
| nor4bb_4 | 12 |
| o21ai_0 | 12 |
| clkinv_16 | 12 |
## worst register-to-register path, delay by kind of cell, from the launching register on
kind | cells | cell delay [ps]
DFF | 1 | 520
and+or+nand+nor | 3 | 1410
buffers and inverters | 2 | 560
AOI/OAI and AO/OA | 3 | 810
Power figures rest on the tool's default switching activity, not on a simulated workload.
