## run.sh

```bash
#!/bin/bash
# OpenROAD 26Q1-2900-gdf79404cd8, Yosys 0.63+post, stock flow scripts
make -C /OpenROAD-flow-scripts/flow DESIGN_CONFIG=/design/flow/config.mk WORK_HOME=/design/flow/orfs finish
```

## config.mk

```make
export PLATFORM = sky130hd
export DESIGN_NAME = adder
export DESIGN_NICKNAME = adder
export VERILOG_FILES = /design/flow/design.v
export SDC_FILE = /design/flow/constraint.sdc
export NUM_CORES = 4
export LEC_CHECK = 1
export CORE_AREA = 10 10 70 70
export DIE_AREA = 0 0 80 80
```

## constraint.sdc

```tcl
current_design adder

set clk_period 7.7
set clk_io_pct 0.2

create_clock -name clk0 -period $clk_period

set non_clock_inputs [all_inputs -no_clocks]
set_input_delay [expr $clk_period * $clk_io_pct] -clock clk0 $non_clock_inputs
set_output_delay [expr $clk_period * $clk_io_pct] -clock clk0 [all_outputs]
```

## design.v

```verilog
`timescale 1ns / 1ps
module adder(
    input [7:0] data1,
    input [7:0] data2,
    output [7:0] result
    );
	assign result = data1 + data2;
endmodule
```

==> Table 3: Implementation characteristics <==
Characteristics after synthesis and place and route

Parameter                              Value

Run status
  Status    completed

Finish
  Clock buffer count in the final layout    0
  Sequential Area    0 um2
  Fraction of layout cells with a size suffix above 1    1.52%
  Total of fill cells in the finished design    396
  Final core area utilization    18.4%
  Logic area    313 um2
  Most frequent standard cell in the layout excluding fill and tap cells    sky130_fd_sc_hd__clkdlybuf4s50_1
  Registers    0
  Most frequent cells in the layout    24 x sky130_fd_sc_hd__clkdlybuf4s50_1, 7 x sky130_fd_sc_hd__ha_1, 5 x sky130_fd_sc_hd__inv_1, 5 x sky130_fd_sc_hd__a21oi_1, 3 x sky130_fd_sc_hd__o211ai_1
  Layout area overhead    89.8%

Critical path
  Crit path DAT    3590 ps
  Kind of capture point of the worst setup path    output pin
  Required time of the critical path    ~6000 ps
  Type of the worst setup path    in -> out
  Startpoint type of the worst setup path    input port
  Top fanout value on the critical path    3
  Startpoint of the most critical setup path    data1[1]

Floorplan
  Top-level I/O count    24
  Overall die height    80 um
  Pre-Place Util    about 9.7%
  Die Width    approximately 80 um
  Core area    3420 um2
  Site row count    21
  Floorplan die area    between 6000 and 7000 um2

Logic synthesis
  Combined area of all synthesized cells    roughly 330 um2
  Avg Inst Size Synth    approximately 7.9 um2
  Yosys cell count    42
  Cell variety after synth    23
  Sequential area share after synthesis    0%
  Count of warnings emitted by yosys    0
  Yosys stat area    332 um2
  Library cell with the largest summed area after synthesis    sky130_fd_sc_hd__ha_1
  Proportion of netlist area held by the largest area contributor    26.4%
  Post-Synthesis Cells    42
  Synth top area cells    sky130_fd_sc_hd__ha_1 26%, sky130_fd_sc_hd__a21oi_1 7.5%, sky130_fd_sc_hd__o211ai_1 6.8%

Final timing
  Number of hold-slack violations in the final timing report    0
  Final sum of negative setup slack    0 ps
  Achievable Freq    0.195 GHz
  Worst slew margin relative to its limit    68.4%
  Count of pins over their slew limit    0
  Portion of the clock cycle consumed by the worst path in the final layout    66.6%
  Period minus WS final    about 5100 ps
  Minimum hold slack    4110 ps
  RSZ-0062 raised after global routing    no
  Worst slew pin tran    470 ps
  Setup-violating endpoint count in the final report    0

Global routing
  Maximum number of pins on one net before global-route repair    7
  Number of antenna violations at the first check in global routing    0
  Wire length of the first global-routing pass    roughly 1700 um
  Number of global-route vias before repair    371
  Overall overflow remaining after global route    0
  Global Route Usage Sum    3.19%

Drt
  Mean routed wirelength per cell    10.0 um
  Post-route DRC    0
  Antenna diode count    0
  Final Routed Wirelength    1120 um
  Via count    about 400
  DRT Pass-1 Iters    4
  Detailed Route Iter0 Violations    24
  Count of antenna-violating nets left after detailed routing    0
  Vias per cell    3.55

Power and ir drop
  Power per Cell Area    73.9 nW/um2
  Static leakage    between 0.2 and 0.25 nW
  VDD IR max    0.0000221 V

Place
  Detailed placer's ending HPWL    1050 um
  RePlAce Congestion    about 0.74
  Number of I/O port buffers    24

Flow run
  Count of warning messages emitted by the tools    32
  Total of max-cap violations    0

Clocking
  Number of resized instances in the post-cts repair step    0
  Hold bufs inserted after CTS    0
  Number of buffers inserted by post-CTS setup repair    0

Min path
  Hold/Removal Path Class    in -> out
  HP Start    data2[0]
report_power, final:
| part | internal [mW] | switching (mW) |
|---|---|---|
| logic | 0.0303 | 0.0163 |
| clock network | 0 | 0 |
| registers | 0 | 0 |
final timing paths:
kind,end,slack [ps],cells after the start
max,result[5],2570,6
min,result[0],4110,3
worst max-delay path, cell delays in order:
cell and delay, ps:
sky130_fd_sc_hd__clkdlybuf4s50_1 430, sky130_fd_sc_hd__ha_1 320, sky130_fd_sc_hd__a211oi_1 450, sky130_fd_sc_hd__o21ai_0 210, sky130_fd_sc_hd__xor2_1 160, sky130_fd_sc_hd__clkdlybuf4s50_1 480
kinds of logic after synthesis:
| group | share of synthesized area (%) |
|---|---|
| simple gates | 14.0 |
| fa+ha+maj | 32.5 |
| xor+xnor | 10.6 |
| compound gates | 37.4 |
| buf+inv | 5.66 |
stage by stage:
step | power (mW) | setup WS, ps | instance area (um2) | instances
after CTS | 0.0477 | 2540 | 629 | 112
after floorplan | 0.0198 | 3640 | 332 | 42
after global placement | 0.0470 | 2570 | 629 | 112
final | 0.0465 | 2570 | 629 | 112
after global routing | 0.0523 | 2400 | 629 | 112
after detailed placement | 0.0474 | 2540 | 629 | 112
cell usage after synthesis, types with 2 or more instances:
| cell type | instances |
|---|---|
| sky130_fd_sc_hd__xnor2_1 | 2 |
| sky130_fd_sc_hd__o211ai_1 | 3 |
| sky130_fd_sc_hd__a21oi_1 | 5 |
| sky130_fd_sc_hd__inv_1 | 5 |
| sky130_fd_sc_hd__ha_1 | 7 |
| sky130_fd_sc_hd__o21ai_0 | 2 |
| sky130_fd_sc_hd__xor2_1 | 2 |
layer usage:
layer	routed length (um)	GRT usage (%)	share of wire [%]	vias to the layer above
met3	163	1.48	15	0
li1	-	-	-	210
met4	0	0	0	0
met5	0	0	0	-
met2	438	4.65	39	18
met1	521	4.43	46	170
area by class of cell:
class	instances	area share, %
Inverter	5	2.98
Multi-Input combinational cell	37	49.7
Tap cell	46	9.15
Timing Repair Buffer	24	38.2
Power and IR drop assume default switching activity.
